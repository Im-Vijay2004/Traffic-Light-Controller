[./design.v]
module TLC(clk,rst,north,east,south,west);
input clk,rst;
output reg [2:0] north,east,south,west;
parameter   s0=0,
            s1=1,
            s2=2,
            s3=3,
            s4=4,
            s5=5,
            s6=6,
            s7=7;
parameter tg=12,
          ty=3;
reg [2:0] state;
reg [3:0] count=0;
always @(posedge clk)
begin
if(rst)
begin
    state<=0;
    count<=0;
end
else
begin
    case(state)
        s0:
            begin
                if(count<tg)
                begin
                   state<=s0;
                   count<=count+1; 
                end
                else
                begin
                    state<=s1;
                    count<=1;
                end
            end
        s1:
            begin
                if(count==ty)
                begin
                    state<=s2;
                    count<=1;
                end
                else
                begin
                    state<=s1;
                    count<=count+1;
                end
            end
        s2:
            begin
                if(count==tg)
                begin
                    state<=s3;
                    count<=1;
                end
                else
                begin
                    state<=s2;
                    count<=count+1;
                end
            end
        s3:
            begin
                if(count==ty)
                begin
                    state<=s4;
                    count<=1;
                end
                else
                begin
                    state<=s3;
                    count<=count+1;
                end
            end
        s4:
            begin
                if(count==tg)
                begin
                    state<=s5;
                    count<=1;
                end
                else
                begin
                    state<=s4;
                    count<=count+1;
                end
            end
        s5:
            begin
                if(count==ty)
                begin
                    state<=s6;
                    count<=1;
                end
                else
                begin
                    state<=s5;
                    count<=count+1;
                end
            end
        s6:
            begin
                if(count==tg)
                begin
                    state<=s7;
                    count<=1;
                end
                else
                begin
                    state<=s6;
                    count<=count+1;
                end
            end
        s7:
            begin
                if(count==ty)
                begin
                    state<=s0;
                    count<=1;
                end
                else
                begin
                    state<=s7;
                    count<=count+1;
                end
            end
    endcase
end
end
always @(posedge clk)
begin
    case(state)
        s0:
        begin
            north<=3'b001;
            east<= 3'b100;
            south<=3'b100;
            west<= 3'b100;
        end
        s1:
        begin
            north<=3'b010;
            east<= 3'b010;
            south<=3'b100;
            west<= 3'b100;
        end
        s2:
        begin
            north<=3'b100;
            east<= 3'b001;
            south<=3'b100;
            west<= 3'b100;
        end
        s3:
        begin
            north<=3'b100;
            east<= 3'b010;
            south<=3'b010;
            west<= 3'b100;
        end
        s4:
        begin
            north<=3'b100;
            east<= 3'b100;
            south<=3'b001;
            west<= 3'b100;
        end
        s5:
        begin
            north<=3'b100;
            east<= 3'b100;
            south<=3'b010;
            west<= 3'b010;
        end
        s6:
        begin
            north<=3'b100;
            east<= 3'b100;
            south<=3'b100;
            west<= 3'b001;
        end
        s7:
        begin
            north<=3'b010;
            east<= 3'b100;
            south<=3'b100;
            west<= 3'b010;
        end
        default:
            begin
                north<=0;
                south<=0;
                west<=0;
                east<=0;
            end
    endcase
end
endmodule
[./run.sh]
#!/bin/bash
# OpenROAD 26Q1-2900-gdf79404cd8, Yosys 0.63+post, stock flow scripts
make -C /OpenROAD-flow-scripts/flow DESIGN_CONFIG=/design/flow/config.mk WORK_HOME=/design/flow/orfs finish
[./config.mk]
export PLATFORM = sky130hd
export DESIGN_NAME = TLC
export DESIGN_NICKNAME = TLC
export VERILOG_FILES = /design/flow/design.v
export SDC_FILE = /design/flow/constraint.sdc
export NUM_CORES = 4
export LEC_CHECK = 1
export CORE_AREA = 10 10 79 79
export DIE_AREA = 0 0 89 89
[./constraint.sdc]
current_design TLC

set clk_period 2.0
set clk_io_pct 0.2

create_clock -name clk0 -period $clk_period [get_ports {clk}]

set non_clock_inputs [all_inputs -no_clocks]
set_input_delay [expr $clk_period * $clk_io_pct] -clock clk0 $non_clock_inputs
set_output_delay [expr $clk_period * $clk_io_pct] -clock clk0 [all_outputs]
==> Changelog: implementation <==
## Flow update

- WL final: 1.25 mm
- Static leakage: 0.326 nW
- Period minus WS final: 1.43 ns
- Top area contributor share: 0.575
- CTS tree: done
- IO buf count: 13
- Routed Antenna Nets: 0
- Main synth FF type: dfxtp_1
- Synth top cell by count: dfxtp_1
- Average size of a mapped cell: 10.5 sq um
- Log Warnings: 26
- Synth-to-Final Area Change: 34.8%
- Reg-to-reg setup timing slack: 0.65 ns
- H-Tree Depth: 1
- Io pins: 14
- CP top delay family: buffers and inverters
- Main logic family after synthesis: simple AND/OR/NAND/NOR gates
- Largest net degree at the start of global routing: 14
- Sink Count: 19
- Drt first pass iters: 4
- Antenna violations before repair: 0
- End-of-flow core utilization: 0.191
- Share of layout cells above drive strength 1: 0.117
- Unrepaired setup endpoints after global routing: false
- Dpl hpwl: 965 um
- Type of the worst setup path: flip-flop to output pin
- Clock latency on the worst-skew pair: 0.25 ns
- Die Area: 7920 sq um
- Max clock buf depth: 2
- Vias per cell: 3.55
- HP Class: flip-flop to flip-flop
- Mapped cell area: 662 sq um
- Number of CTS-inserted buffers: 3
- Die Ht: 89 um
- Min-Delay Startpoint: state[2]$_SDFF_PP0_
- Yosys reg bits: 19
- Tcrit/Tclk final: 0.714
- Worst ir drop on vdd: 0.393 mV
- Critical R2R Launch: count[1]$_SDFF_PP0_
- WHS Path Cells: 1
- CP Max Fanout: 1
- Number of enable flip-flop cells: 0
- Critical path launch point type: flip-flop
- DRC errors left: 0
- CTS Root Buffer Type: clkbuf_8
- Pwr dens: 747 nW/um^2
- Yosys simple share: 0.185
- Sequential share of the synthesized area: 0.575
- Total core area: 4660 sq um
- Die width: 89 um
- First-pass GRT wire length: 2.10 mm
- Worst path cell trace: clkdlybuf4s50_1
- CTS resizes: 0
- Hold Violations, Final: 0
- Synth cell types: 26
- CP Data Required Time: 1.60 ns
- MUX area fraction: 0.0170
- Fmax: 700 MHz
- Global placer's final weighted congestion: 0.750
- Mapped Cells: 63
- Overflow after GRT: 0
- Initial DRC Count: 30
- Pre-CTS WS: 0.659 ns
- DR WL/cell: 9.55 um
- Most frequent cells after synthesis: 19 x dfxtp_1, 7 x nor2_1, 4 x inv_1
- Clock transition at path regs: 0.07 ns
- Ys async rst share: 0
- Final worst slack: 0.571 ns
- Slew Limit Fails: 0
- Synth warn: 1
- CP max-delay cell: clkdlybuf4s50_1
- Yosys synthesis chip area: 662 sq um
- Ant. Diodes: 0
- Slew HR: 0.724
- Num rows: 25
- # hold bufs at CTS: 0
- Endpoint class of the critical path: output pin
- WHS: 0.500 ns
- Total track usage: 0.0335
- Worst Reg-to-Reg Cells: 4
- Final Skew: 0.000784 ns
- Yosys aoi share: 0.0888
- Vias in the first global route: 460
- Reg-to-reg endpoint: state[2]$_SDFF_PP0_
- Postcts setup bufs: 0
- Buffers & Inverters on Critical Path: 1
- WP data arrival: 1.03 ns
- Hold endpoint: west[2]$_SDFF_PN1_
- XOR Share, Synth: 0.0529
- Top post-synthesis cells by area: dfxtp_1 57%, nor2_1 4.0%, ha_1 3.8%
- Fp util: 0.142
- Yosys cell count: 63
- Final setup viols: 0
- Outcome: finished clean
- Adder share: 0.0378
- Slew @ Worst Pin: 0.413 ns
- Slowest stage delay, CP: 0.46 ns
- Leading area contributor after synthesis: dfxtp_1
- Max cap viols: 0
- Setup TNS: 0 ns
- Routed vias: 465
power breakdown:
part | internal, mW | switching (mW) | total, mW
registers | 0.384 | 0.00516 | 0.389
clock network | 0.138 | 0.117 | 0.255
logic | 0.0115 | 0.0102 | 0.0217
sequential cells by signal (all words and copies together), names as in the netlist:
register  cells
count         4
east          3
north         3
south         3
state         3
west          3
cell type report:
class / count / area, sq um
Timing Repair Buffer: 13 / 130
Clock buffer: 3 / 41.3
Sequential cell: 19 / 380
Clock inverter: 1 / 5.00
Multi-Input combinational cell: 37 / 253
Tap cell: 54 / 67.6
Inverter: 4 / 15.0
Fill cell: 492 / 3770
logic make-up after synthesis:
| logic type | Yosys count |
|---|---|
| and+or+nand+nor | 21 |
| AOI/OAI and AO/OA | 9 |
| muxes | 1 |
| buffers and inverters | 7 |
| xor gates and xnor gates | 4 |
| adders and majority gates | 2 |
| DFF | 19 |
metal layers:
metal | vias to the layer above | GRT usage | part of all wire
li1 | 242 | - | -
met1 | 208 | 0.0475 | 0.50
met2 | 15 | 0.0439 | 0.34
met3 | 0 | 0.0202 | 0.15
met4 | 0 | 0.00289 | 0
met5 | - | 0 | 0
stage by stage:
step           total power [mW]  cell area, sq um  cells
2_1_floorplan             0.410               662     63
3_3_place_gp              0.416               846    127
3_5_place_dp              0.419               846    127
4_1_cts                   0.672               892    131
5_1_grt                   0.691               892    131
6_report                  0.666               892    131
cell usage in the layout, fill, tap and decap left out, drive strengths merged:
cell,synthesis,final
o2111a,1,1
and2,1,1
clkbuf,2,3
xnor2,2,2
nor4,2,2
dfxtp,19,19
ha,2,2
o2111ai,1,1
inv,4,4
nor2,8,8
nor3,2,2
a21o,1,1
nand2b,1,1
o21ai,3,3
and3,2,2
and4bb,1,1
nor4b,1,1
mux2,1,1
nand3,2,2
clkdlybuf4s50,0,13
nand2,1,1
a21oi,3,3
clkinv,0,1
xor2,2,2
worst max-delay path by stage:
| stage | from | to | slack (ns) | depth (start not counted) |
|---|---|---|---|---|
| 4_1_cts | south[2]$_DFF_P_ | south[2] | 0.56 | 1 |
| 5_1_grt | state[1]$_SDFF_PP0_ | count[2]$_SDFF_PP0_ | 0.49 | 3 |
| 6_report | east[2]$_SDFF_PP1_ | east[2] | 0.57 | 1 |
Power is estimated from default activity; no workload was simulated.
